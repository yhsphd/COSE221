==> design/flow/design.v <==
module clk_dll(rst, clk, out_clk);
  input clk, rst;
  output out_clk;
  reg out_clk;
  reg [24:0]cnt_clk;
  always@(posedge clk or negedge rst)
  begin
    if(!rst)
	begin
      out_clk <= 0;
      cnt_clk <= 0;
    end
    else
	begin  
      cnt_clk <= cnt_clk+1;
      if(cnt_clk == 24999999)
        cnt_clk <=0;
      else if(cnt_clk==0)
        out_clk <= !out_clk;     
    end
  end    
endmodule
module counter(rst, in_clk, q);
  input in_clk, rst;
  output [3:0]q;
  reg [3:0]q, temp;
  always@(posedge in_clk or negedge rst)
  begin
    if(!rst)
	begin
      temp<=0;
      q<=0;    
    end    
    else
	begin 
      if(temp == 9)
        temp <= 0;
      else
        temp<=temp+1;
      q <= temp;
    end 
  end  
endmodule 
module seg7(digit, seg);
  input [3:0] digit;
  output [6:0] seg;
  reg [6:0] seg;
  always@(digit)
  begin  
    case(digit)
     4'b0000 : seg = 7'b1000000;
     4'b0001 : seg = 7'b1111001;
     4'b0010 : seg = 7'b0100100;
     4'b0011 : seg = 7'b0110000;
     4'b0100 : seg = 7'b0011001;
     4'b0101 : seg = 7'b0010010;
     4'b0110 : seg = 7'b0000010;
     4'b0111 : seg = 7'b1111000;
     4'b1000 : seg = 7'b0000000;
     4'b1001 : seg = 7'b0010000;
    endcase
  end
endmodule
module top_seg7(rst, clk, seg);
  input  rst, clk;
  output[6:0] seg;
  wire[3:0] digit;
  wire out_clk;
  clk_dll u0(rst, clk, out_clk); 
  counter u1(rst, out_clk, digit); 
  seg7 u2(digit, seg);
endmodule
==> design/flow/run.sh <==
#!/bin/bash
# OpenROAD 26Q1-2900-gdf79404cd8, Yosys 0.63+post, stock flow scripts
make -C /OpenROAD-flow-scripts/flow DESIGN_CONFIG=/design/flow/config.mk WORK_HOME=/design/flow/orfs finish
==> design/flow/config.mk <==
export PLATFORM = sky130hd
export DESIGN_NAME = top_seg7
export DESIGN_NICKNAME = top_seg7
export VERILOG_FILES = /design/flow/design.v
export SDC_FILE = /design/flow/constraint.sdc
export NUM_CORES = 4
export LEC_CHECK = 1
export CORE_AREA = 10 10 108 108
export DIE_AREA = 0 0 118 118
==> design/flow/constraint.sdc <==
current_design top_seg7

set clk_period 4.3
set clk_io_pct 0.2

create_clock -name clk0 -period $clk_period [get_ports {clk}]

set non_clock_inputs [all_inputs -no_clocks]
set_input_delay [expr $clk_period * $clk_io_pct] -clock clk0 $non_clock_inputs
set_output_delay [expr $clk_period * $clk_io_pct] -clock clk0 [all_outputs]
==> impl_metrics.tcl <==
# collected from the flow reports
set metrics [dict create \
    outcome "finished clean" \
    start_kind "register" \
    finalSetupViolations 0 \
    dp_slack_ps 2200 \
    drtIter0Drc 92 \
    min_from "u0.cnt_clk[22]" \
    cap_violations 0 \
    ff_type "dfrtp_1" \
    final_antenna_net_count 0 \
    comb_area_sq_um 787 \
    totalWireLength_mm 3.11 \
    min_period_ps 2120 \
    vias_per_cell 4.03 \
    cts_max_level 1 \
    finalWorstSetupSlack_ps 2180 \
    grt_max_degree 35 \
    untimed_endpoints 22 \
    path_cells "ha_1, inv_1, or4_4, or4_1, a21oi_1" \
    whs_ps 507 \
    dieWidth_um 118 \
    cts_buffer_depth 2 \
    avgRoutedWirePerCell_um 9.89 \
    critPathArrivalTime_ps 2320 \
    syn_avg_cell_area_sq_um 10.0 \
    unclocked_pins 15 \
    cts_tree "done" \
    path_clk_slew_ps 90 \
    grt_pass1_wl_mm 5.61 \
    warning_count 26 \
    ys_cells 182 \
    r2r_start "u0.cnt_clk[0]" \
    drc 0 \
    cts-resized-gates 0 \
    holdBufCountCts 0 \
    ir_drop_v 0.000216 \
    slowest_stage "or4_4" \
    finalClockPeriodUsage_pct 49.4 \
    finalPower_uw 386 \
    grt_pass1_vias 1229 \
    hpwl_mm 2.28 \
    postSynth.asyncResetShare_pct 82.9 \
    cts_buffers 3 \
    seqCellArea_sq_um 956 \
    hp-class "reg2reg" \
    firstDrtPassIters 4 \
    post_cts_buffers 0 \
    synth_warnings 3 \
    synth_cells 182 \
    numSynthFlops 41 \
    lay_top_cells "dfrtp_1, nand2_1, xnor2_1" \
    crit_family "simple AND/OR/NAND/NOR gates" \
    crit_fanout 13 \
    slew_headroom_pct 39.3 \
    die_y_um 118 \
    die_area_sq_um 13900 \
    fp_util_pct 19.6 \
    drive_gt1_share_pct 6.99 \
    maxSlewViolCount 0 \
    ys_area_sq_um 1820 \
    synth-edff-count 0 \
    p_per_area_nw_per_um2 186 \
    antenna_found_initial 0 \
    grt_overflow 0 \
    cp_num_buf_inv 1 \
    cts_root_buf "clkbuf_8" \
    worstSkewPairLatency_ps 260 \
    antenna_cells 0 \
    track_usage_pct 4.57 \
    layout_top_cell "dfrtp_1" \
    finalHoldViolations 0 \
    ios 9 \
    crit_required_ps 4500 \
    setup_tns_ps 0 \
    core_sq_um 9280 \
    synthToLayoutAreaGrowth_pct 13.9 \
    cp-end-kind "register" \
    synth.distinct_cells 38 \
    p_leak_uw 0.000833 \
    io_buffer_count 8 \
    fin_skew_ps 5.74 \
    max_freq_mhz 471 \
    slowest_delay_ps 620 \
    path_class "reg2reg" \
    worst_pin_slew_ps 902 \
    gp_congestion 0.831 \
    vias 1270 \
    fillCellCount 1014 \
    syn_area_sq_um 1820 \
    critPathLaunch "u0.cnt_clk[0]" \
    rsz0062_at_grt "no" \
    rows 35 \
]
[routing by layer]
layer	share of wire [%]	vias to the layer above	track usage (%)
li1	-	645	-
met1	49	598	6.39
met2	45	25	7.31
met3	5.6	2	1.12
met4	0.45	0	0.309
met5	0	-	0
[state kept, by name, summed over array words and instances, names as in the netlist]
| name | count |
|---|---|
| u2.seg | 7 |
| u0.cnt_clk | 25 |
| u0.out_clk | 1 |
| u1.q | 4 |
| u1.temp | 4 |
[final timing paths]
path                                        to  slack [ps]  depth (start not counted)
worst max-delay path            u0.cnt_clk[24]        2180                          5
worst min-delay path            u0.cnt_clk[22]         510                          1
worst max register to register  u0.cnt_clk[24]        2180                          5
worst min register to register  u0.cnt_clk[22]         510                          1
max in group asynchronous        u0.cnt_clk[5]        2980                          2
min in group asynchronous       u0.cnt_clk[23]        1010                          2
[Yosys cell counts, types with 2 or more instances]
cell type | n | share of area (%)
nand2_1 | 13 | 2.7
or3_1 | 3 | 1.0
nor2_1 | 10 | 2.1
nor4_1 | 6 | 2.1
and4_1 | 2 | 0.96
inv_1 | 10 | 2.1
and2_1 | 2 | 0.69
nor2b_1 | 2 | 0.69
xor2_1 | 7 | 3.4
nor3_1 | 5 | 1.4
mux2i_1 | 3 | 1.6
o31ai_1 | 2 | 0.82
ha_1 | 2 | 1.4
xnor2_1 | 11 | 5.3
a21oi_1 | 10 | 2.7
nand4_1 | 9 | 3.1
nand3_1 | 10 | 2.7
and3_1 | 2 | 0.69
a31o_2 | 2 | 0.96
o21ai_0 | 8 | 2.2
or4_1 | 2 | 0.82
dfrtp_1 | 34 | 47
clkbuf_1 | 6 | 1.2
dlxtn_1 | 7 | 5.8
[cell type report]
type / count / area share (%)
Timing Repair Buffer: 10 / 4.58
Multi-Input combinational cell: 122 / 37.9
Tap cell: 129 / 7.77
Sequential cell: 41 / 46.0
Clock buffer: 3 / 1.99
Inverter: 10 / 1.81
[where the power goes]
group,internal [uW],total (uW),switching [uW]
clock,62.6,134,71.5
combinational,1.39,7.39,6.00
sequential,244,244,0
[cells by family (layout without fill, tap and decap cells)]
family / after synthesis / after routing / share of synthesized area (%)
AND/OR/NAND/NOR: 73 / 73 / 22.7
flip-flops: 34 / 34 / 46.6
AND-OR/OR-AND: 24 / 24 / 7.61
buffers and inverters: 19 / 23 / 4.46
XOR/XNOR: 18 / 18 / 8.64
latches: 7 / 7 / 5.76
multiplexers: 4 / 4 / 2.26
adder cells (fa/ha/maj): 3 / 3 / 1.92
[per-stage QoR]
stage	instance area, sq um	std cells	util, %
2_1_floorplan	1820	182	-
3_3_place_gp	2040	312	21.9
3_5_place_dp	2040	312	21.9
4_1_cts	2080	315	22.4
5_1_grt	2080	315	22.4
6_report	2080	315	22.4
Power figures rest on the tool's default switching activity, not on a simulated workload.

==> design/flow/config.mk <==
export PLATFORM = sky130hd
export DESIGN_NAME = async_cnt
export DESIGN_NICKNAME = async_cnt
export VERILOG_FILES = /design/flow/design.v
export SDC_FILE = /design/flow/constraint.sdc
export NUM_CORES = 4
export LEC_CHECK = 1
export CORE_UTILIZATION = 30
==> design/flow/constraint.sdc <==
current_design async_cnt

set clk_period 1.1
set clk_io_pct 0.2

create_clock -name clk0 -period $clk_period [get_ports {clk}]

set non_clock_inputs [all_inputs -no_clocks]
set_input_delay [expr $clk_period * $clk_io_pct] -clock clk0 $non_clock_inputs
set_output_delay [expr $clk_period * $clk_io_pct] -clock clk0 [all_outputs]
==> design/flow/run.sh <==
#!/bin/bash
# OpenROAD 26Q1-2900-gdf79404cd8, Yosys 0.63+post, stock flow scripts
make -C /OpenROAD-flow-scripts/flow DESIGN_CONFIG=/design/flow/config.mk WORK_HOME=/design/flow/orfs finish
==> design/flow/design.v <==
module async_cnt (
    rst,
    clk,
    out0,
    out1,
    out2,
    out3
);
  input rst, clk;
  output [3:0] out0, out1, out2, out3;
  wire clk1, clk2, clk3;
  cnt10 u0 (
      rst,
      clk,
      out0,
      clk1
  );
  cnt10 u1 (
      rst,
      clk1,
      out1,
      clk2
  );
  cnt10 u2 (
      rst,
      clk2,
      out2,
      clk3
  );
  cnt10 u3 (
      rst,
      clk2,
      out3
  );
endmodule
module cnt10 (
    rst,
    clk,
    out0,
    clk0
);
  input rst, clk;
  output clk0;
  output [3:0] out0;
  reg out_clk;
  reg [2:0] tmp2;
  reg [3:0] out0, tmp;
  always @(posedge clk or negedge rst) begin
    if (!rst) begin
      out0 <= 4'b0000;
      tmp  <= 4'b0000;
    end else begin
      tmp  <= tmp + 1;
      out0 <= tmp;
    end
  end
  always @(posedge clk or negedge rst) begin
    if (!rst) begin
      out_clk <= 0;
      tmp2 <= 0;
    end else begin
      tmp2 <= tmp2 + 1;
      if (tmp2 == 4) tmp2 <= 0;
      else if (tmp2 == 0) out_clk <= ~out_clk;
    end
  end
  assign clk0 = out_clk;
endmodule
==> flow_summary.yaml <==
# implementation run metrics
run_status:
  run_status: "finished clean"
clock_tree:
  clk_latency_ns: 0.24
  setup_bufs_post_cts: 0
  clock_path_buffers: 2
  clkTransAtPathRegs_ns: 0.05
  cts-buffers-inserted: 3
  tritoncts: "built"
  clk_root_buffer_cell: "clkbuf_8"
  htree_num_levels: 1
final_timing:
  final-setup-viol-count: 0
  worstMarginPinSlew_ns: 0.431
  post-route-period-util_pct: 95.5
  fin_crit_ns: 1.05
  untimed_endpoints: 40
  slew_headroom_pct: 71.3
  final_max_slew_viol_count: 0
  finalClockSkew_ns: 0.00373
  rsz_0062_raised_after_global_routing: "no"
  unclocked_regs: 28
  totalNegativeSetupSlack_ns: 0
  timing.final.hold_violations: 0
  f_max_ghz: 0.952
yosys:
  yosys.stat.chipArea_sq_um: 1300
  yosys_warnings: 1
  syn-cell-area_sq_um: 1300
  synth-cells-yosys: 79
  synth_area_per_cell_sq_um: 16.5
  synth_seq_share_pct: 76.8
  netlist-cell-type-count: 12
  postSynthCellCount: 79
  synth_flops: 40
die:
  dieHeight_microns: 67.9
  dieWidth_microns: 67.9
  floorplan.core_area_sq_um: 4090
  initial_core_util_pct: 31.9
  boundaryPins: 18
  chip_area_sq_um: 4610
  rows: 23
grt:
  vias_in_the_first_global_route: 620
  global_route.overflow_total: 0
  initial_antenna_violation_count: 0
  grt_max_degree: 29
  global_route_wire_length_before_repair_mm: 2.87
  grt_use_total_pct: 8.36
placed_design:
  place_hpwl_mm: 1.16
  port-buffer-count: 17
  gp_congestion: 0.672
worst_setup_path:
  timing.critical_path.cells: "inv_1, ha_4, nor2_1, mux2_4"
  critPathCaptureType: "flip-flop"
  timing.critical_path.arrival_ns: 1.17
  worst_ep_required_time_ns: 1.22
  critical_path_class: "flip-flop to flip-flop"
  critical-path-slowest-cell: "dfrtp_1"
  critical_path.max_fanout: 3
  cpLargestDelayFamily: "flip-flops"
  start_kind: "flip-flop"
  worst_path_largest_cell_delay_ns: 0.40
  crit_buf_inv: 1
route:
  detail-route-antenna-nets: 0
  dr.pass1.iters: 2
  wl_per_cell_microns: 10.4
  postRouteWirelength_mm: 1.59
  detail_route.iter0.violations: 42
  detailroute.via_count: 629
  post_drt_via_cell_ratio: 4.11
  drc_violations_left: 0
  diodes: 0
layout:
  share_of_layout_cells_above_drive_strength_1_pct: 8.74
  mostFrequentLayoutCell: "dfrtp_1"
  fillerInstances: 376
  ff_latch_area_sq_um: 1000
  logic_area_sq_um: 285
  area_growth_syn_to_layout_pct: 24.2
  layout_top_cells_excl_fill_tap: "dfrtp_1, clkdlybuf4s50_1, inv_1"
power_and_ir_drop:
  fin_total_pwr_w: 0.000943
  max-vdd-ir-drop_mv: 1.18
  leakage_nw: 0.786
  power_density_nw_per_um2: 582
job:
  openroad.warnings: 27
  max_cap_violations: 0
hold_path:
  worstHoldPathType: "flip-flop to flip-flop"
cells by family (layout without fill, tap and decap cells):
| family | Yosys count | in the layout | synth area share [%] |
|---|---|---|---|
| flip-flops | 40 | 40 | 76.8 |
| multiplexers | 2 | 2 | 1.92 |
| XOR/XNOR | 10 | 10 | 6.72 |
| AND-OR/OR-AND | 3 | 3 | 1.34 |
| buffers and inverters | 8 | 32 | 2.30 |
| AND/OR/NAND/NOR | 8 | 8 | 3.26 |
| adder cells (fa/ha/maj) | 8 | 8 | 7.68 |
metrics by stage:
step	cell area (sq um)	cells	setup WS [ns]	utilization [%]	hold slack, ns
2_1_floorplan	1300	79	0.0978	-	-0.0756
4_1_cts	1610	153	0.0319	39.3	0.398
3_5_place_dp	1550	148	0.0482	37.8	0.117
6_report	1620	153	0.0494	39.6	0.393
5_1_grt	1620	153	0.00342	39.6	0.418
3_3_place_gp	1550	148	0.0899	37.8	0.115
flip-flops by register name, summed over array words and instances (netlist names):
| name | flops |
|---|---|
| u1.tmp2 | 3 |
| u3.out0 | 4 |
| u0.tmp2 | 3 |
| u0.out_clk | 1 |
| u3.tmp | 4 |
| u0.tmp | 4 |
| u2.out0 | 4 |
| u1.out_clk | 1 |
| u1.tmp | 4 |
| u2.tmp | 4 |
| u1.out0 | 4 |
| u0.out0 | 4 |
per-layer routing:
metal / routed length [microns] / track usage, %
met1: 779 / 13.6
met4: 0 / 0.260
met5: 0 / 0
met2: 699 / 12.1
met3: 106 / 2.36
path summary, 6_finish.rpt:
check,startpoint,endpoint,slack (ns),cells after the start
worst max-delay path,u0.tmp2[0],u0.tmp2[2],0.05,4
worst min-delay path,u0.tmp[3],u0.out0[3],0.39,0
worst max register to register,u0.tmp2[0],u0.tmp2[2],0.05,4
worst min register to register,u0.tmp[3],u0.out0[3],0.39,0
max in group asynchronous,rst,u0.tmp[1],0.47,2
min in group asynchronous,rst,u0.out_clk,0.41,2
layout make-up:
class | count | share of cell area (%)
tap | 50 | 3.86
multi-input combinational | 31 | 17.6
timing repair buffer | 20 | 11.4
clock buffer | 4 | 3.40
inverter | 8 | 1.85
sequential | 40 | 61.8
timing repair:
item | 4_1_cts | 5_1_grt
endpoints found under the setup margin | 4 | 2
pin swaps | 0 | 1
gates cloned | 0 | 0
gates resized | 4 | 2
endpoints found under the hold margin | 12 | 0
hold buffers | 1 | 0
where the power goes:
group	internal (W)	switching, W
sequential	0.000441	0
combinational	0.00000593	0.0000266
clock	0.000315	0.000154
total	0.000762	0.000180
Yosys cell counts:
library cell  number  area share, %
a21boi_0           1           0.58
a21oi_1            2           0.77
dfrtp_1           40             77
ha_1               8            7.7
inv_1              8            2.3
mux2_4             1            1.2
mux2i_1            1           0.77
nand2b_1           3            1.4
nand3_1            4            1.5
nor2_1             1           0.29
xnor2_1            6            4.0
xor2_1             4            2.7
Power figures rest on the tool's default switching activity, not on a simulated workload.

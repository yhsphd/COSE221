$ cat /design/flow/config.mk
export PLATFORM = sky130hd
export DESIGN_NAME = sync_cnt
export DESIGN_NICKNAME = sync_cnt
export VERILOG_FILES = /design/flow/design.v
export SDC_FILE = /design/flow/constraint.sdc
export NUM_CORES = 4
export LEC_CHECK = 1
export CORE_UTILIZATION = 30
$ cat /design/flow/constraint.sdc
current_design sync_cnt

set clk_period 5.6
set clk_io_pct 0.2

create_clock -name clk0 -period $clk_period [get_ports {clk}]

set non_clock_inputs [all_inputs -no_clocks]
set_input_delay [expr $clk_period * $clk_io_pct] -clock clk0 $non_clock_inputs
set_output_delay [expr $clk_period * $clk_io_pct] -clock clk0 [all_outputs]
$ cat /design/flow/design.v
module cnt (
    rst,
    clk,
    skip,
    out,
    outclk
);
  input rst, clk;
  input [31:0] skip;
  output outclk;
  output [3:0] out;
  reg clkreg;
  reg [31:0] tmp2;
  reg [3:0] out, tmp;
  always @(posedge clk or negedge rst) begin
    if (!rst) begin
      out <= 4'b0000;
      tmp <= 4'b0000;
    end else begin
      if (!tmp2 && !clkreg) begin
        tmp <= tmp + 1;
        out <= tmp;
      end
    end
  end
  always @(posedge clk or negedge rst) begin
    if (!rst) begin
      clkreg <= 0;
      tmp2   <= 0;
    end else begin
      tmp2 <= tmp2 + 1;
      if (tmp2 == skip) tmp2 <= 0;
      else if (tmp2 == 0) clkreg <= ~clkreg;
    end
  end
  assign outclk = clkreg;
endmodule
module sync_cnt (
    rst,
    clk,
    out0,
    out1,
    out2,
    out3
);
  input rst, clk;
  output [3:0] out0, out1, out2, out3;
  wire clk0, clk1, clk2, clk3;
  cnt cnt0 (
      rst,
      clk,
      0,
      out0,
      clk0
  );
  cnt cnt1 (
      rst,
      clk,
      4,
      out1,
      clk1
  );
  cnt cnt2 (
      rst,
      clk,
      49,
      out2,
      clk2
  );
  cnt cnt3 (
      rst,
      clk,
      499,
      out3,
      clk3
  );
endmodule
$ cat /design/flow/run.sh
#!/bin/bash
# OpenROAD 26Q1-2900-gdf79404cd8, Yosys 0.63+post, stock flow scripts
make -C /OpenROAD-flow-scripts/flow DESIGN_CONFIG=/design/flow/config.mk WORK_HOME=/design/flow/orfs finish
==> run_results.csv <==
group,metric,value,unit
power_and_ir_drop,cellPowerDensity,258.3,nW/um^2
synthesis,async_reset_ff_share,100.0,%
clock_tree,tritoncts,"yes",
worst_setup_path,r2r_cells,6,
hold_path,min_to,"cnt1.clkreg",
hold_path,min_from,"cnt1.clkreg",
synthesis,synth_chip_area,7757,um^2
clock_tree,cts-resized-gates,0,
synthesis,synth_cells,676,
synthesis,enable_flop_cells,0,
global_routing,gr-usage-met2,15.80,%
clock_tree,cts_setup_buffers,0,
sta,layout_worst_path_cycle_share,43.48,%
global_routing,grt_pass1_vias,4804,
synthesis,post_synth_and_or_nand_nor_area_fraction,24.61,%
power_and_ir_drop,share_comb_of_total_power,1.1,%
drt,dr_drc_count,0,
drt,detail_route.wl_per_cell,13.17,um
synthesis,synthDistinctLibCells,40,
sta,fin_worst_skew,0.007435,ns
synthesis,fa_ha_area_share,2.097,%
global_routing,global_route.usage.met3,2.260,%
worst_setup_path,critical_path.reg2reg.endpoint,"cnt2.out[2]",
sta,final_critical_delay_including_setup_and_external_delays,2.435,ns
global_routing,global_route_wire_length_before_repair,24.27,mm
final_layout,post_route_cells_drive_above_1_share,12.46,%
worst_setup_path,crit_slowest_cell,"sky130_fd_sc_hd__clkdlybuf4s50_1",
worst_setup_path,critical_path_class,"register to output pin",
worst_setup_path,critical_path.startpoint_type,"register",
clock_tree,cts-buffers-inserted,17,
synthesis,synthMuxAreaShare,3.548,%
placed_design,preCtsSetupSlack,3.446,ns
outcome,outcome,"complete, no violations",
global_routing,grt_busiest_layer,"met1",
synthesis,yosys_warnings,1,
global_routing,use_met1,19.14,%
die,die_height,162.8,um
clock_tree,cts_hold_buffers_added,0,
placed_design,dp.final_hpwl,8.965,mm
sta,setup_violators_final,0,
worst_setup_path,timing.critical_path.cells,"clkdlybuf4s50_1",
sta,post-route-worst-setup-slack,3.165,ns
sta,rsz0062_at_grt,"false",
synthesis,netlist_logic_family_top,"simple AND/OR/NAND/NOR gates",
synthesis,dominantRegCellSynth,"sky130_fd_sc_hd__dfrtp_1",
synthesis,yosys_aoi_share,0.7581,%
synthesis,syn_area,7757,um^2
final_layout,syn_to_final_growth,14.44,%
die,total_die_size,26510,um^2
global_routing,grt_start_max_net_pins,87,
worst_setup_path,worst-endpoint-required,4.48,ns
synthesis,synth.avg_cell_area,11.48,um^2
drt,routed_wirelength,13.75,mm
power_and_ir_drop,seq_power_share,51.4,%
die,core,25250,um^2
global_routing,overflow,0,
power_and_ir_drop,leakage_power_total,3.824,nW
worst_setup_path,worst_ep_arrival_time,1.31,ns
power_and_ir_drop,power_frac_clock,47.6,%
clock_tree,clock_tree_root,"sky130_fd_sc_hd__clkbuf_16",
synthesis,synth-seq-area-share,52.58,%
sta,drv_slew,0,
power_and_ir_drop,switching_share,21.48,%
clock_tree,h-tree-depth,4,
synthesis,yosys_cells,676,
placed_design,gp_congestion,0.8018,
power_and_ir_drop,net-switching-power,492.5,uW
die,starting_density,30.72,%
worst_setup_path,worstPathMaxFanout,2,
placed_design,number_of_buffers_added_on_ports,17,
hold_path,timing.hold.worst.class,"register to register",
clock_tree,clkSlewWorstSetupHoldPaths,0.06,ns
drt,drt_antenna_net_count,0,
synthesis,xor_area_share,14.56,%
die,count_of_pins_on_the_block_boundary,18,
job,cap_viol_max_count,0,
worst_setup_path,worst_setup_path_end_kind,"output pin",
synthesis,synth.ff_latch_count,163,
global_routing,number_of_antenna_violations_at_the_first_check_in_global_routing,0,
worst_setup_path,timing.critical_path.max_delay_family,"buffers and inverters",
drt,dr_total_vias,4987,
hold_path,hold_depth,1,
clock_tree,clockBufferDepth,2,
sta,timing.slew.headroom,47.36,%
die,floorplan.die.width,162.8,um
sta,worst_slew_pin_slew,0.7830,ns
drt,routed_via_density,4.777,
drt,detailedRoute.firstIterationViolations,320,
sta,timing_hold_violations_final,0,
job,tool_warnings,30,
clock_tree,clock_sink_count,163,
worst_setup_path,reg2reg_slack,3.47,ns
drt,n_antenna_cell,0,
global_routing,grt.total_usage,11.33,%
worst_setup_path,r2r-start,"cnt2.tmp2[0]",
die,floorplan.rows,58,
sta,fin_tns_setup,0,ns
final_layout,fill_cells,2443,
power_and_ir_drop,power.ir.vdd_worst,0.0001392,V
clock_tree,clk-insertion-delay-late,0.42,ns
drt,drt_pre_antenna_iters,6,
sta,achievable_freq,0.4107,GHz
power_and_ir_drop,p_int,1.801,mW
worst_setup_path,slowest_delay,0.50,ns
worst_setup_path,critPathBufInv,1,
-- worst max-delay path by stage --
stage                  startpoint  endpoint  slack, ns  cells after the start
final                 cnt3.out[3]   out3[3]       3.17                      1
after global routing  cnt1.out[2]   out1[2]       3.11                      1
after CTS             cnt1.out[2]   out1[2]       3.12                      1
-- cell usage in the layout (no fill, tap or decap), types with 5 or more instances in the layout --
| cell type | netlist | final |
|---|---|---|
| sky130_fd_sc_hd__xor2_1 | 43 | 43 |
| sky130_fd_sc_hd__nand3_1 | 57 | 57 |
| sky130_fd_sc_hd__nor3_1 | 17 | 17 |
| sky130_fd_sc_hd__mux2_2 | 16 | 16 |
| sky130_fd_sc_hd__clkdlybuf4s50_1 | 0 | 16 |
| sky130_fd_sc_hd__and4_1 | 12 | 12 |
| sky130_fd_sc_hd__xnor2_1 | 86 | 86 |
| sky130_fd_sc_hd__nor3_2 | 9 | 9 |
| sky130_fd_sc_hd__nor4_2 | 9 | 9 |
| sky130_fd_sc_hd__mux2_4 | 5 | 5 |
| sky130_fd_sc_hd__nor4_4 | 7 | 7 |
| sky130_fd_sc_hd__nand2_1 | 39 | 39 |
| sky130_fd_sc_hd__nor2_1 | 38 | 38 |
| sky130_fd_sc_hd__inv_1 | 20 | 20 |
| sky130_fd_sc_hd__clkbuf_16 | 0 | 17 |
| sky130_fd_sc_hd__nor4_1 | 30 | 30 |
| sky130_fd_sc_hd__nand4_1 | 47 | 47 |
| sky130_fd_sc_hd__and3_1 | 12 | 12 |
| sky130_fd_sc_hd__ha_1 | 13 | 13 |
| sky130_fd_sc_hd__dfrtp_1 | 163 | 163 |
-- cell families after synthesis --
logic type,count (synthesis)
compound gates,9
fa+ha+maj,13
simple gates,304
xor+xnor,129
buf+inv,35
mux,23
flops,163
-- power groups by stage --
stage / sequential [mW] / clock (mW) / combinational [mW]
CTS: 1.18 / 1.12 / 0.0265
global route: 1.18 / 1.17 / 0.0299
finish: 1.18 / 1.09 / 0.0243
-- flip-flops by register name, indices dropped and copies added (netlist names) --
register and count:
cnt3.out 4, cnt0.out 4, cnt2.clkreg 1, cnt3.tmp2 32, cnt1.clkreg 1, cnt0.tmp 4
cnt1.out 4, cnt3.clkreg 1, cnt3.tmp 4, cnt1.tmp2 32, cnt2.out 4, cnt1.tmp 4
cnt2.tmp 4, cnt2.tmp2 32, cnt0.tmp2 32
-- per-layer routing --
metal / part of all wire, % / wire, um / vias up
li1: - / - / 2471
met1: 53 / 7297 / 2436
met2: 43 / 5862 / 68
met3: 3.1 / 425 / 12
met4: 1.2 / 160 / 0
met5: 0 / 0 / -
-- per-stage QoR --
step / instances / hold slack, ns / utilization [%] / instance area (um^2) / total power, mW
CTS: 1044 / 0.4673 / 35.15 / 8877 / 2.328
detailed placement: 1013 / 0.4555 / 32.96 / 8324 / 1.226
floorplan: 676 / 0.4362 / - / 7757 / 1.200
global placement: 1013 / 0.4500 / 32.96 / 8324 / 1.226
global route: 1044 / 0.4832 / 35.15 / 8877 / 2.377
finish: 1044 / 0.4677 / 35.15 / 8877 / 2.293
-- Yosys cell counts, types with 2 or more instances --
master	number	area, um^2
sky130_fd_sc_hd__dfrtp_1	163	4079
sky130_fd_sc_hd__xnor2_1	86	753.2
sky130_fd_sc_hd__nand3_1	57	285.3
sky130_fd_sc_hd__nand4_1	47	294.0
sky130_fd_sc_hd__xor2_1	43	376.6
sky130_fd_sc_hd__nand2_1	39	146.4
sky130_fd_sc_hd__nor2_1	38	142.6
sky130_fd_sc_hd__nor4_1	30	187.7
sky130_fd_sc_hd__inv_1	20	75.07
sky130_fd_sc_hd__nor3_1	17	85.08
sky130_fd_sc_hd__mux2_2	16	180.2
sky130_fd_sc_hd__ha_1	13	162.7
sky130_fd_sc_hd__and3_1	12	75.07
sky130_fd_sc_hd__and4_1	12	105.1
sky130_fd_sc_hd__nor3_2	9	90.09
sky130_fd_sc_hd__nor4_2	9	112.6
sky130_fd_sc_hd__clkbuf_1	8	30.03
sky130_fd_sc_hd__nor4_4	7	148.9
sky130_fd_sc_hd__buf_2	6	30.03
sky130_fd_sc_hd__mux2_4	5	75.07
sky130_fd_sc_hd__nand3b_1	4	30.03
sky130_fd_sc_hd__nor4b_1	4	35.03
sky130_fd_sc_hd__and2_1	3	18.77
sky130_fd_sc_hd__nand4_2	3	37.54
sky130_fd_sc_hd__nand4b_1	3	26.28
sky130_fd_sc_hd__nor2b_1	3	18.77
sky130_fd_sc_hd__o21ai_0	3	15.01
sky130_fd_sc_hd__o31ai_1	3	22.52
sky130_fd_sc_hd__mux2i_1	2	20.02
-- layout make-up --
class / instances / area, um^2 / share of cell area [%]
Sequential cell: 163 / 4079 / 45.95
Multi-Input combinational cell: 478 / 3536 / 39.83
Clock buffer: 19 / 442.9 / 4.989
Tap cell: 330 / 412.9 / 4.651
Timing Repair Buffer: 22 / 221.5 / 2.495
Clock inverter: 12 / 110.1 / 1.240
Inverter: 20 / 75.07 / 0.8457
No activity file was given, so power comes from the tool's default toggle rates.
